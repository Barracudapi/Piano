## flow/config.mk

```make
export PLATFORM = sky130hd
export DESIGN_NAME = recording_tubs
export DESIGN_NICKNAME = recording_tubs
export VERILOG_FILES = /design/flow/design.v
export SDC_FILE = /design/flow/constraint.sdc
export NUM_CORES = 4
export LEC_CHECK = 1
export CORE_UTILIZATION = 50
```

## flow/constraint.sdc

```tcl
current_design recording_tubs

set clk_period 3.3
set clk_io_pct 0.2

create_clock -name clk0 -period $clk_period [get_ports {clk}]

set non_clock_inputs [all_inputs -no_clocks]
set_input_delay [expr $clk_period * $clk_io_pct] -clock clk0 $non_clock_inputs
set_output_delay [expr $clk_period * $clk_io_pct] -clock clk0 [all_outputs]
```

## flow/design.v

```verilog
`timescale 1ns / 1ps
module recording_tubs(
    input clk, rst,
    input [1:0] states,
    input [4:0]music,  
    output [7:0]seg_en0,
    output [7:0]seg_outl0,  
    output [7:0]seg_outr0,  
    output [7:0]seg_en2,
    output [7:0]seg_outl2,  
    output [7:0]seg_outr2  
    );
    `timescale 1ns / 1ps
parameter low1 = 262, middle1 = 523, high1 = 1046,
          low2 = 294, middle2 = 587, high2 = 1175,
          low3 = 330, middle3 = 659, high3 = 1318,
          low4 = 349, middle4 = 699, high4 = 1398,
          low5 = 390, middle5 = 784, high5 = 1569,
          low6 = 440, middle6 = 880, high6 = 1762,
          low7 = 494, middle7 = 988, high7 = 1977,
          low1s = 277, middle1s = 277, high1s = 277,
          low2s = 311, middle2s = 311, high2s = 311,
          low4s = 370, middle4s = 370, high4s = 370,
          low5s = 415, middle5s = 415, high5s = 415,
          low6s = 466, middle6s = 466, high6s = 466,
          silence = 1;
    parameter high=3'b100, middle=3'b010, low=3'b001;
    parameter N = 100_000_000;
    parameter not_playing_note = 8'b00000000;
    parameter learn = 2'b00, finish = 2'b01, evaluate = 2'b10, idle_learn = 2'b11;
     parameter period2 = 100_000;
       parameter a0=8'h00, a1=8'h01, a2=8'h02, a3=8'h03, a4=8'h04, a5=8'h05, 
       a6=8'h06, a7=8'h07, a8=8'h08, a9=8'h09, 
       aa=8'h0a, bb=8'h0b, cc=8'h0c, dd=8'h0d, ee=8'h0e, ff=8'h10,  
       gg=8'h11, hh=8'h12, ii=8'h13, jj=8'h14, kk=8'h15, ll=8'h16,mm=8'h17,
       nn=8'h18,oo=8'h19,pp=8'h1a,qq=8'h1b,rr=8'h1c,ss=8'h1d,tt=8'h1e,
       uu=8'h1f,vv=8'h20,ww=8'h21,xx=8'h22,yy=8'h23,zz=8'h24, null = 8'h25;
   parameter one = 3'b001, two = 3'b010, three = 3'b011, four = 3'b100;
   parameter s1_length = 6'd42, s2_length = 6'd57;
   parameter sstop = 2'b00, splay = 2'b01, spause = 2'b10;
   parameter menu = 2'b000, auto = 2'b001, free = 2'b010, learning = 2'b011, rcd = 3'b100;
   parameter hi = 2'b00, mi = 2'b01, lo = 2'b10;
   parameter idle = 2'b00, record = 2'b01, play = 2'b10;
   parameter TIME_075SEC = 750_000_00;
   parameter period3 = 200_000_00;
   parameter idle2 = 2'b00, p_filter = 2'b01, wait_r = 2'b10, n_filter = 2'b11;
   parameter TIME = 2_000_000;
   parameter TIME_20MS = 2_000_000;
   parameter TIME_03S = 300_000_00;
    reg [7:0] data7, data6, data5, data4, data3, data2, data1, data0;
    reg [7:0] data8, data9, data10, data11, data12, data13, data14, data15;
    always @(posedge clk, negedge rst) begin
        if(~rst)begin
            data7<=null;data6<=null;data5<=null;data4<=null;
            data3<=null;data2<=null;data1<=null;data0<=null;
            data8<= null; data9<=null; data10<= null; data11<=null;
            data12<=null; data13<=null; data14<=null; data15<=null;
        end else if(states == idle) begin
            data7 <= rr; data6 <= cc;
            data5 <= dd;
            data4 <= null;
            data3 <= pp;
            data2 <= ll;
            data1 <= aa;
            data0 <= yy;
        end else if(states == play) begin
            data14<=pp;data13<=ll;data12<=aa;data11<=yy;
            data10<=null;data9<=null;
            if(music == 0) begin
                data8 <= null;
            end else if(music >= 1 && music <= 7)begin
                data8 <= ll;
            end else if(music >= 8 && music <= 14) begin
                data8 <= mm;
            end else if(music >= 15 && music <= 21) begin
                data8 <= hh;
            end else begin
                data8 <= null;
            end
            if(music == 0) begin
                data7 <= a0;
            end else if( music%7 == 1) begin
                data7 <= a1;
            end else if( music%7 == 2) begin
                data7 <= a2;
            end else if( music%7 == 3) begin
                data7 <= a3;
            end else if( music%7 == 4) begin
                data7 <= a4;
            end else if( music%7 == 5) begin
                data7 <= a5;
            end else if( music%7 == 6) begin
                data7 <= a6;
            end else if( music%7 == 0) begin
                data7 <= a7;
            end else 
                data7 <= null;
        end 
    end
    tubes_display td(clk, ~rst, data7, data6, data5, data4, data3, data2, data1, data0,
            seg_en0, seg_outl0, seg_outr0);
    tubes_display td2(clk, ~rst, data14, data13, data12, data11, data10, data9, data8, data7,
                        seg_en2, seg_outl2, seg_outr2);
endmodule
`timescale 1ns / 1ps
`timescale 1ns / 1ps
module tubes_display(
    input clk, rst,
    input [7:0] data7, data6, data5, data4, data3, data2, data1, data0,
    output reg [7:0]seg_en,
    output reg [7:0]seg_out0,  
    output reg [7:0]seg_out1  
    );
    `timescale 1ns / 1ps
parameter low1 = 262, middle1 = 523, high1 = 1046,
          low2 = 294, middle2 = 587, high2 = 1175,
          low3 = 330, middle3 = 659, high3 = 1318,
          low4 = 349, middle4 = 699, high4 = 1398,
          low5 = 390, middle5 = 784, high5 = 1569,
          low6 = 440, middle6 = 880, high6 = 1762,
          low7 = 494, middle7 = 988, high7 = 1977,
          low1s = 277, middle1s = 277, high1s = 277,
          low2s = 311, middle2s = 311, high2s = 311,
          low4s = 370, middle4s = 370, high4s = 370,
          low5s = 415, middle5s = 415, high5s = 415,
          low6s = 466, middle6s = 466, high6s = 466,
          silence = 1;
    parameter high=3'b100, middle=3'b010, low=3'b001;
    parameter N = 100_000_000;
    parameter not_playing_note = 8'b00000000;
    parameter learn = 2'b00, finish = 2'b01, evaluate = 2'b10, idle_learn = 2'b11;
     parameter period2 = 100_000;
       parameter a0=8'h00, a1=8'h01, a2=8'h02, a3=8'h03, a4=8'h04, a5=8'h05, 
       a6=8'h06, a7=8'h07, a8=8'h08, a9=8'h09, 
       aa=8'h0a, bb=8'h0b, cc=8'h0c, dd=8'h0d, ee=8'h0e, ff=8'h10,  
       gg=8'h11, hh=8'h12, ii=8'h13, jj=8'h14, kk=8'h15, ll=8'h16,mm=8'h17,
       nn=8'h18,oo=8'h19,pp=8'h1a,qq=8'h1b,rr=8'h1c,ss=8'h1d,tt=8'h1e,
       uu=8'h1f,vv=8'h20,ww=8'h21,xx=8'h22,yy=8'h23,zz=8'h24, null = 8'h25;
   parameter one = 3'b001, two = 3'b010, three = 3'b011, four = 3'b100;
   parameter s1_length = 6'd42, s2_length = 6'd57;
   parameter sstop = 2'b00, splay = 2'b01, spause = 2'b10;
   parameter menu = 2'b000, auto = 2'b001, free = 2'b010, learning = 2'b011, rcd = 3'b100;
   parameter hi = 2'b00, mi = 2'b01, lo = 2'b10;
   parameter idle = 2'b00, record = 2'b01, play = 2'b10;
   parameter TIME_075SEC = 750_000_00;
   parameter period3 = 200_000_00;
   parameter idle2 = 2'b00, p_filter = 2'b01, wait_r = 2'b10, n_filter = 2'b11;
   parameter TIME = 2_000_000;
   parameter TIME_20MS = 2_000_000;
   parameter TIME_03S = 300_000_00;
    reg clkout;
    reg [17:0] cnt;
    reg [2:0] scan_cnt;
    reg [7:0] datain;
    reg [7:0] seg_out;
    always @(posedge clk, posedge rst)
    begin
        if(rst) begin
            cnt<= 0;
            clkout <= 0;
        end else if(cnt == (period2 >>1) -1) begin
            clkout <= ~clkout;
            cnt <= 0;
        end else
            cnt <= cnt +1;
    end 
    always @(posedge clkout, posedge rst) begin
        if(rst)
            scan_cnt <= 0;
        else begin
            if(scan_cnt == 3'd7)
                scan_cnt <= 0;
            else
                scan_cnt <= scan_cnt +1;
            end
        end
    always@(scan_cnt) begin
        case(scan_cnt)
            3'b000: begin seg_en = 8'h01; datain = data0;end
            3'b001: begin seg_en = 8'h02; datain = data1;end
            3'b010: begin seg_en = 8'h04; datain = data2;end
            3'b011: begin seg_en = 8'h08; datain = data3; end
            3'b100: begin seg_en = 8'h10; datain = data4; end
            3'b101: begin seg_en = 8'h20; datain = data5; end
            3'b110: begin seg_en = 8'h40; datain = data6; end
            3'b111: begin seg_en = 8'h80; datain = data7; end
            default: begin seg_en = 8'h00; datain = 4'b0; end
        endcase
    end
    always @(seg_en) begin
        if(seg_en <= 8'h08)
            seg_out1 = seg_out;
        else 
            seg_out0 = seg_out;
    end
    always @(posedge clk) begin
        case(datain)
            8'h00: seg_out <= 8'b1111_1100;
            8'h01: seg_out <= 8'b0110_0000;
            8'h02: seg_out <= 8'b1101_1010;
            8'h03: seg_out <= 8'b1111_0010;
            8'h04: seg_out <= 8'b0110_0110;
            8'h05: seg_out <= 8'b1011_0110;
            8'h06: seg_out <= 8'b1011_1110;
            8'h07: seg_out <= 8'b1110_0000;
            8'h08: seg_out <= 8'b1111_1110;
            8'h09: seg_out <= 8'b1110_0110;
            8'h0a: seg_out <= 8'b1110_1110;
            8'h0b: seg_out <= 8'b0011_1110;
            8'h0c: seg_out <= 8'b1001_1100;
            8'h0d: seg_out <= 8'b0111_1010;
            8'h0e: seg_out <= 8'b1001_1110;
            8'h10: seg_out <= 8'b1000_1110;  
            8'h11: seg_out <= 8'b1011_1100;  
            8'h12: seg_out <= 8'b0110_1110;  
            8'h13: seg_out <= 8'b0000_1000;  
            8'h14: seg_out <= 8'b0111_0000; 
            8'h15: seg_out <= 8'b0101_1110; 
            8'h16: seg_out <= 8'b0001_1100; 
            8'h17: seg_out <= 8'b1010_1010; 
            8'h18: seg_out <= 8'b0010_1010; 
            8'h19: seg_out <= 8'b0011_1010; 
            8'h1a: seg_out <= 8'b1100_1110; 
            8'h1b: seg_out <= 8'b1110_0110; 
            8'h1c: seg_out <= 8'b0000_1010; 
            8'h1d: seg_out <= 8'b1011_0110; 
            8'h1e: seg_out <= 8'b0001_1110; 
            8'h1f: seg_out <= 8'b0111_1100; 
            8'h20: seg_out <= 8'b0100_0110; 
            8'h21: seg_out <= 8'b0101_0110; 
            8'h22: seg_out <= 8'b0110_1100; 
            8'h23: seg_out <= 8'b0111_0110; 
            8'h24: seg_out <= 8'b1001_0010; 
            default: seg_out <= 0;
        endcase
    end
endmodule
```

## flow/run.sh

```bash
#!/bin/bash
# OpenROAD 26Q1-2900-gdf79404cd8, Yosys 0.63+post, stock flow scripts
make -C /OpenROAD-flow-scripts/flow DESIGN_CONFIG=/design/flow/config.mk WORK_HOME=/design/flow/orfs finish
```

==> results.json <==
{
  "status": "finished, final reports clean",
  "untimed_endpoints": 78,
  "yosysMostFrequentCell": "nor2_1",
  "remaining_drc_errors": 0,
  "crit_type": "in2reg",
  "ys_cells": 652,
  "htreeDepth": 3,
  "grt_pass1_wl_um": 21400,
  "ys_sh_simple": 0.191,
  "routedWlPerCell_um": 14.6,
  "slew_headroom": 0.466,
  "largest_area_cell": "dfrtp_1",
  "netlist.area_leader.share": 0.212,
  "grt_pass1_vias": 4492,
  "initCoreUtil": 0.523,
  "wirelength_um": 12600,
  "worstSetupStartpointType": "input pin",
  "grt.overflow.total": 0,
  "regToRegEndpoint": "td2.seg_out[5]",
  "top_cells_by_area": "dfrtp_1 (21%), ha_1 (8.2%), dfxtp_1 (4.9%)",
  "common_cells": "nor2_1 (59), nand2_1 (58), dfrtp_1 (49)",
  "placement.io_buffers": 52,
  "crit_buf_inv": 3,
  "r2r_start": "data13[0]",
  "worst_slack_ns": 0.304,
  "critPathTopFamily": "AND-OR/OR-AND gates",
  "routed_via_density": 5.74,
  "rrSetupSlack_ns": 0.69,
  "cp-end-kind": "flip-flop",
  "root_buffer": "clkbuf_16",
  "die_h_um": 109,
  "fin_skew_ns": 0.00739,
  "grt_antenna_before_repair": 0,
  "power_frac_seq": 0.374,
  "dpl.hpwl_um": 9160,
  "grt_usage": 0.229,
  "r2r_cells": 8,
  "drt_first_pass_iters": 5,
  "postCtsHoldBufs": 0,
  "grt_max_degree": 23,
  "core_mm2": 0.0110,
  "insertion_delay_ns": 0.34,
  "hold_viol_final": 0,
  "io-pin-count": 57,
  "areaGrowthSynthToFinish_pct": 20.3,
  "period_minus_slack_ns": 3.00,
  "ys_area_mm2": 0.00577,
  "synth.distinct_cells": 78,
  "fmax_ghz": 0.334,
  "cts_buffers": 9,
  "internal-power_mw": 1.68,
  "cp_max_fo": 4,
  "async_flop_share": 0.576,
  "ant_nets": 0,
  "syn_area_per_cell_um2": 8.85,
  "leakagePower_nw": 3.04,
  "synth-edff-count": 0,
  "cts_max_path_buffers": 2,
  "unclocked_pins": 34,
  "cts_tree": "yes",
  "synth_cells": 652,
  "tightest_slew_ns": 0.801,
  "ys.flops": 99,
  "cp.arrival_ns": 3.22,
  "chip_area_mm2": 0.0120,
  "ys_warn_count": 2,
  "switching_share": 0.295,
  "n_antenna_cell": 0,
  "vias": 4944,
  "dp_slack_ns": -0.373,
  "ys_sh_mux": 0.0199,
  "crit_required_ns": 3.52,
  "die_w_um": 109,
  "final_util": 0.629,
  "slowest_stage": "clkdlybuf4s50_1",
  "finalSetupViolations": 0,
  "period_used_share": 0.908,
  "ys_top_logic_family": "AND-OR/OR-AND gates",
  "xor_share": 0.0546,
  "place.gp.congestion": 0.865,
  "crit_chain": "clkdlybuf4s50_1 -> nand2_2 -> xnor2_2 -> ha_2 -> a22oi_4 -> o21a_4 -> a21oi_2 -> inv_1 -> ha_2 -> inv_1 -> a211o_1 -> a2bb2oi_1 -> o221ai_1 -> a22o_1",
  "drive_gt1_frac": 0.125,
  "drt_iter0_drc": 292,
  "power_density_mw_per_mm2": 344,
  "p_clk_frac": 0.413,
  "max_stage_delay_ns": 0.50,
  "path_clk_slew_ns": 0.06,
  "combPwrFrac": 0.213,
  "aoi_share": 0.230,
  "tool_warnings": 53,
  "maxSlewViolCount": 0,
  "rsz0062_at_grt": "false",
  "power_switching_mw": 0.704,
  "rows": 38,
  "max_cap_violations": 0,
  "hold_class": "in2async",
  "fa_ha_area_frac": 0.0824,
  "syn_area_mm2": 0.00577,
  "ff_type": "dfrtp_1",
  "vdd_drop_max_mv": 0.271
}
## flip-flops by register name, indices dropped and copies added, names as in the netlist
| name | cells |
|---|---|
| td.cnt | 18 |
| td2.cnt | 18 |
| td.seg_out0 | 7 |
| td.seg_out1 | 7 |
| td.seg_out | 7 |
| td2.seg_out0 | 7 |
| td2.seg_out1 | 7 |
| td2.seg_out | 7 |
| data7 | 5 |
| data8 | 4 |
| td.scan_cnt | 3 |
| td2.scan_cnt | 3 |
| data13 | 2 |
| data0 | 1 |
| data1 | 1 |
| td.clkout | 1 |
| td2.clkout | 1 |
## metrics by stage
| step | instances | total power, mW | TNS, ns | area (um2) | hold slack [ns] |
|---|---|---|---|---|---|
| floorplan | 655 | 1.24 | 0 | 5780 | 0.364 |
| global placement | 846 | 1.37 | -0.879 | 6540 | 0.446 |
| detailed placement | 846 | 1.38 | -1.19 | 6540 | 0.450 |
| CTS | 862 | 2.38 | 0 | 6850 | 0.264 |
| global route | 862 | 2.51 | 0 | 6940 | 0.278 |
| finish | 862 | 2.38 | 0 | 6940 | 0.255 |
## kinds of logic after synthesis
kind of cell	Yosys count
muxes	8
other	1
xor gates and xnor gates	36
AOI/OAI and AO/OA	184
DFF	71
and+or+nand+nor	223
adders and majority gates	38
buffers and inverters	63
latches	28
## cell usage in the layout, fill, tap and decap left out, drive strengths merged, types with 5 or more instances in the layout
master         instances
o211ai                10
and2                  15
nor2b                 12
dfxtp                 14
a211oi                15
a31oi                  8
inv                   35
clkdlybuf4s50         49
ha                    38
nand2                 59
a21o                   8
o21ai                 35
nor3                  11
a22o                   5
xnor2                 24
o31ai                  6
dlxtn                 14
o221ai                 5
nor4                   7
nor2                  59
clkbuf                 9
dfrtp                 49
xor2                  12
or3                    5
dlxtp                 14
and3                   6
a21oi                 48
buf                   33
dfstp                  8
nand2b                 8
nand4                 12
a221oi                 6
nand3                 21
## power groups by stage
stage	Sequential (mW)	Clock [mW]	Combinational [mW]
finish	0.891	0.985	0.509
global route	0.896	1.05	0.563
CTS	0.892	1.01	0.477
## layout make-up
type                       count  area, um2
fill                         929       4090
multi-input combinational    493       3450
sequential                    99       2140
timing repair buffer          84        761
clock buffer                   9        225
tap                          140        175
inverter                      30        113
clock inverter                 7       81.3
## worst max path at each step
stage	startpoint	slack [ns]	endpoint	cells after the start
after CTS	music[2]	0.006	data7[5]	14
after global routing	music[4]	0.21	data7[1]	14
final	music[4]	0.30	data7[1]	14
## routing by layer
layer	vias to the layer above	GRT usage	wire length, um
li1	2484	-	-
met2	128	0.357	5940
met1	2320	0.361	5910
met5	-	0	0
met4	0	0.0171	110
met3	12	0.0381	653
## worst register-to-register path, cell delays in order (launching register included)
cell      delay (ns)
dfstp_2         0.56
a211oi_1        0.07
o221ai_1        0.23
a21oi_1         0.08
a21oi_2         0.28
ha_1            0.37
nor2_1          0.31
a211oi_1        0.08
o41ai_1         0.47
## timing repair
| item | in CTS | in global routing |
|---|---|---|
| endpoints found under the setup margin | 1 | 4 |
| buffers inserted | 0 | 0 |
| resized | 1 | 17 |
| pin swaps | 1 | 0 |
Power and IR drop assume default switching activity.
